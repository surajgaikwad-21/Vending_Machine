### flow/design.v
module item_A (clock,reset,coin5,coin10,coin_out,dispense);
input clock,reset,coin5,coin10;
output reg coin_out,dispense;
localparam A0 = 3'b000, A5 = 3'b001, A10 = 3'b010, A15 = 3'b011, A20 = 3'b100;
reg [2:0] present,next;
always @(posedge clock or negedge reset) begin
    if (!reset)
    begin
        present <= A0;
    end
    else
    begin
        present <= next;
    end
end
always @(*) begin
    next=present;
    coin_out=0;
    dispense=0;
    case (present)
    A0 : begin
         if (coin5) next = A5;
         else if (coin10) next = A10;
         else next = A0;
    end
    A5 : begin
        if (coin5) next = A10;
        else if (coin10) next= A15;
        else next = A5;
    end
    A10 : begin
        if (coin5)  next = A15; 
        else if (coin10) next = A20; 
        else next = A10;
    end
    A15 : begin
         dispense = 1;
         next = A0;
    end
    A20 : begin
         dispense = 1;
         coin_out = 1;
         next = A0;
    end
    default : begin
        coin_out = 0;
        dispense = 0;
        next = A0;
    end
    endcase
end
endmodule
module item_B (clock,reset,coin5,coin10,coin_out,dispense);
input clock,reset,coin5,coin10;
output reg coin_out,dispense;
localparam B0 = 3'b000, B5 = 3'b001, B10 = 3'b010, B15 = 3'b011, B20 = 3'b100, B25 = 3'b101;
reg [2:0] present,next;
always @(posedge clock or negedge reset) begin
    if (!reset)
    begin
        present <= B0;
    end
    else
    begin
        present <= next;
    end
end
always @(*) begin
    next=present;
    coin_out=0;
    dispense=0;
    case (present)
    B0 : begin
         if (coin5) next = B5;
         else if (coin10) next = B10;
         else next = B0;
    end
    B5 : begin
        if (coin5) next = B10;
        else if (coin10) next= B15;
        else next = B5;
    end
    B10 : begin
        if (coin5)  next = B15; 
        else if (coin10) next = B20; 
        else next = B10;
    end
    B15 : begin
          if (coin5)  next = B20; 
          else if (coin10) next = B25; 
           else next = B15;
    end
    B20 : begin
         dispense = 1;
         next = B0;
    end
    B25 : begin
        dispense = 1;
        coin_out = 1;
        next = B0;
    end
    default : begin
        next = B0;
        coin_out = 0;
        dispense = 0;
    end
    endcase
end
endmodule
module item_C (clock,reset,coin5,coin10,coin_out,dispense);
input clock,reset,coin5,coin10;
output reg coin_out,dispense;
localparam C0 = 3'b000, C5 = 3'b001, C10 = 3'b010, C15 = 3'b011, C20 = 3'b100, C25 = 3'b101, C30 = 3'b110;
reg [2:0] present,next;
always @(posedge clock or negedge reset) begin
    if (!reset)
    begin
        present <= C0;
    end
    else
    begin
        present <= next;
    end
end
always @(*) begin
    next=present;
    coin_out=0;
    dispense=0;
    case (present)
    C0 : begin
         if (coin5) next = C5;
         else if (coin10) next = C10;
         else next = C0;
    end
    C5 : begin
        if (coin5) next = C10;
        else if (coin10) next= C15;
        else next = C5;
    end
    C10 : begin
        if (coin5)  next = C15; 
        else if (coin10) next = C20; 
        else next = C10;
    end
    C15 : begin
          if (coin5)  next = C20; 
          else if (coin10) next = C25; 
          else next = C15;
    end
    C20 : begin
          if (coin5)  next = C25; 
          else if (coin10) next = C30; 
          else next = C20;
    end
    C25 : begin
        dispense = 1;
        next = C0;
    end
    C30 : begin
        dispense = 1;
        coin_out = 1;
        next = C0;
    end
    default : begin
        next = C0;
        coin_out = 0;
        dispense = 0;
    end
    endcase
end
endmodule
module item_D (clock,reset,coin5,coin10,coin_out,dispense);
input clock,reset,coin5,coin10;
output reg coin_out,dispense;
localparam D0 = 3'b000, D5 = 3'b001, D10 = 3'b010, D15 = 3'b011, D20 = 3'b100, D25 = 3'b101, D30 = 3'b110, D35 = 3'b111;
reg [2:0] present,next;
always @(posedge clock or negedge reset) begin
    if (!reset)
    begin
        present <= D0;
    end
    else
    begin
        present <= next;
    end
end
always @(*) begin
    next=present;
    coin_out=0;
    dispense=0;
    case (present)
    D0 : begin
         if (coin5) next = D5;
         else if (coin10) next = D10;
         else next = D0;
    end
    D5 : begin
        if (coin5) next = D10;
        else if (coin10) next= D15;
        else next = D5;
    end
    D10 : begin
        if (coin5)  next = D15; 
        else if (coin10) next = D20; 
        else next = D10;
    end
    D15 : begin
          if (coin5)  next = D20; 
          else if (coin10) next = D25; 
          else next = D15;
    end
    D20 : begin
          if (coin5)  next = D25; 
          else if (coin10) next = D30; 
          else next = D20;
    end
    D25 : begin
          if (coin5)  next = D30; 
          else if (coin10) next = D35; 
          else next = D25;
    end
    D30 : begin
        dispense = 1;
        next = D0;
    end
    D35 : begin
        dispense = 1;
        coin_out = 1;
        next = D0;
    end
    default : begin
        next = D0;
        coin_out = 0;
        dispense = 0;
    end
    endcase
end
endmodule
module top (sel,clock,reset,coin5,coin10,coin_out,dispense);
input [1:0] sel;
input clock,reset,coin5,coin10;
output reg coin_out,dispense;
wire No1,No2,No3,No4,No5,No6,No7,No8;
item_A A(clock,reset,coin5,coin10,No1,No5);
item_B B(clock,reset,coin5,coin10,No2,No6);
item_C C(clock,reset,coin5,coin10,No3,No7);
item_D D(clock,reset,coin5,coin10,No4,No8);
always @(*) begin
    if ( sel == 2'b00)
    begin
        coin_out = No1;
        dispense = No5;
    end
    else if ( sel == 2'b01)
    begin
        coin_out = No2;
        dispense = No6;
    end
    else if (sel == 2'b10)
    begin
        coin_out = No3;
        dispense = No7;
    end
    else if ( sel == 2'b11)
    begin
        coin_out = No4;
        dispense = No8;
    end
end
endmodule
### flow/run.sh
#!/bin/bash
# OpenROAD 26Q1-2900-gdf79404cd8, Yosys 0.63+post, stock flow scripts
make -C /OpenROAD-flow-scripts/flow DESIGN_CONFIG=/design/flow/config.mk WORK_HOME=/design/flow/orfs finish
### flow/config.mk
export PLATFORM = sky130hd
export DESIGN_NAME = top
export DESIGN_NICKNAME = top
export VERILOG_FILES = /design/flow/design.v
export SDC_FILE = /design/flow/constraint.sdc
export NUM_CORES = 4
export LEC_CHECK = 1
export CORE_AREA = 10 10 90 90
export DIE_AREA = 0 0 100 100
### flow/constraint.sdc
current_design top

set clk_period 1.8
set clk_io_pct 0.2

create_clock -name clk0 -period $clk_period [get_ports {clock}]

set non_clock_inputs [all_inputs -no_clocks]
set_input_delay [expr $clk_period * $clk_io_pct] -clock clk0 $non_clock_inputs
set_output_delay [expr $clk_period * $clk_io_pct] -clock clk0 [all_outputs]
==> run summary <==
status - finished with violations
failing checks - setup timing
most common cell in the netlist - dfrtp_1
critical path type - input pin to output port
clock buffer depth - 2
1st-iter DRT viols - 44
ys cells - 105
cell type with the largest total area - dfrtp_1
number of enable flip-flop cells - 0
length in cells of the worst reg-to-reg path - 2
DR WL/cell - 10.1 um
FP Util - 18.5%
Overflow after GRT - 0
chip width - 100 um
setup total negative slack - -0.433 ns
vias - 725
Slew Limit Fails - 0
Commonest flop - dfrtp_1
First-pass DRT Iterations - 4
YS chip area - 0.00116 mm^2
CTS buffer count - 3
layout cells sized above 1 - 16.4%
Placed Instance Area - 0.00134 mm^2
asr flop ratio synth - 92.9%
CP arrival - 1.83 ns
Die Ht - 100 um
gpl congestion - 0.750
CP required - 1.44 ns
Synth top area share - 47.5%
cell area after synthesis - 0.00116 mm^2
vias in the first global route - 727
hold_buf cts - 0
drt total wl - 1940 um
minimum clock period - 2.19 ns
Ant. Diodes - 0
Total GRT Usage - 4.00%
top cells by count, synth - dfrtp_1 (22), nand2_1 (21), mux2i_1 (10), o21ai_1 (10), o21ai_0 (8)
Synth area leaders - dfrtp_1 (47%), dfstp_2 (9.1%), mux2i_1 (8.6%)
Fin Hold WS - 0.446 ns
syn avg cell area - 11.0 um^2
Clock Pin Slew Worst Setup and Hold Paths - 0.09 ns
f_max - 0.457 GHz
Area Overhead vs Synth - 22.3%
clk latency late pin - 0.27 ns
IO Count - 8
final core occ - 22.6%
final hold violation count - 0
global-route wire length before repair - 3340 um
VDD IR-drop max - 0.000317 V
crit path launch type - input pin
Pwr Density - 801 mW/mm^2
Tool Warnings - 27
register pins left without a clock - 2
FP Rows - 29
count of different cell masters after synthesis - 20
number of unconstrained endpoints - 2
setup violators final - 2
pin count of the biggest net entering global routing - 27
PortBufs - 7
Synth flops - 28
design area - 0.00142 mm^2
vias per cell - 3.76
Clock Skew - 0.00593 ns
worst hold path class - input pin to async pin
cycle use final - 122%
Die Area - 0.0100 mm^2
synth warn - 5
largest fanout on the critical path - 5
H-tree Lvls - 1
crit path launch - sel[0]
unrepaired setup endpoints after global routing - true
Post-Syn Instances - 105
Max Cap Viol - 0
post-route ant nets - 0
Critical R2R Launch - D.present[0]
Residual DRC - 0
initial antenna violation count - 0
Lkg Pwr - 0.642 nW
slack of the critical path - -0.390 ns
Critical Path End Type - output port
CTS root buf - clkbuf_8
CTS tree - done
Core Area - 0.00628 mm^2
DPL Wire Length - 1340 um
-- power by group --
part / total, mW / leakage (nW) / internal, mW / switching (mW)
combinational: 0.0724 / 0.242 / 0.0320 / 0.0404
clock: 0.476 / 0.0357 / 0.297 / 0.179
sequential: 0.587 / 0.364 / 0.587 / 0.000187
-- timing repair --
item | in CTS | in global routing
pin swaps | 1 | 1
gates resized | 9 | 1
endpoints found under the setup margin | 2 | 2
setup buffers | 0 | 1
-- registers in the layout (all words and copies together) (netlist names) --
register	count
D.present	8
C.present	7
B.present	6
A.present	5
coin_out	1
dispense	1
-- worst max-delay path, cell delays in order --
cell and delay (ns):
clkdlybuf4s15_2 0.22, nor4bb_1 0.15, nor4_1 0.28, dlxtn_1 0.36, clkdlybuf4s50_1 0.45
-- layer usage --
metal  GRT usage, %  vias to the layer above  part of all wire (%)
met1           6.41                      332                    58
met3           1.67                        2                   6.0
li1               -                      380                     -
met5              0                        -                     0
met4          0.326                        0                  0.62
met2           5.03                       11                    35
-- through the flow --
stage | std cells | total power [mW] | setup slack, ns
floorplan | 106 | 0.634 | 0.396
global placement | 189 | 0.672 | -0.704
detailed placement | 189 | 0.671 | -0.682
CTS | 193 | 1.15 | -0.391
global route | 193 | 1.18 | -0.468
finish | 193 | 1.14 | -0.390
-- kinds of logic (layout without fill, tap and decap cells) --
family                 after synthesis  count (layout)  synth area share [%]
buffers and inverters                7              17                  3.45
AND-OR/OR-AND                       22              22                  10.8
latches                              2               2                  2.59
other                                1               2                 0.323
AND/OR/NAND/NOR                     36              36                  15.8
flip-flops                          26              26                  56.5
multiplexers                        11              11                  10.6
-- cells in the final DEF (no fill, tap or decap) --
master and instances:
nor4_1 2, nor4b_1 1, mux4_2 1, mux2i_1 10
conb_1 2, buf_2 1, clkdlybuf4s50_1 4, nor2_2 1
and2b_1 1, and2_1 4, nand2b_1 4, o21ai_1 10
nor4b_2 1, a211o_1 4, buf_12 1, inv_1 1
buf_4 4, dlxtn_1 2, nand2_1 21, clkbuf_8 3
dfrtp_1 22, dfstp_2 4, clkdlybuf4s15_2 2, bufinv_16 1
nor4bb_1 1, o21ai_0 8
-- final timing paths --
kind,to,slack (ns)
max,dispense,-0.39
min,D.present[7],0.45
max reg2reg,D.present[2],0.96
max in group asynchronous,A.present[0],1.06
min in group clk0,A.present[0],0.49
min reg2reg,A.present[0],0.49
-- final cells by class --
type                    instances  area [um^2]
clock buffers                   3         41.3
clock inverters                 1         30.0
fillers                       655         4860
inverters                       1         3.75
multi-input cells              71          444
flip-flops and latches         28          686
well taps                      77         96.3
repair buffers                 12          118
No activity file was given, so power comes from the tool's default toggle rates.
